File: /design/flow/design.v
module fp_multiplier #(parameter
   INTEGER_WIDTH_A = 3,
   FRACTION_WIDTH_A = 14,
   INTEGER_WIDTH_B = 3,
   FRACTION_WIDTH_B = 14,
   TEMP_INT_WIDTH = 6,
   TEMP_FRAC_WIDTH = 28,
   O_INT_WIDTH = 4,
   O_FRAC_WIDTH = 14
    )(input sign,
      input clk,
      input rst,
      input [((INTEGER_WIDTH_A+FRACTION_WIDTH_A)-1):0]a,
      input [((INTEGER_WIDTH_B+FRACTION_WIDTH_B)-1):0]b,
      output [((O_INT_WIDTH+O_FRAC_WIDTH)-1):0]out, 
      output reg overflow,
      output reg underflow);
      reg [((TEMP_INT_WIDTH+TEMP_FRAC_WIDTH)-1):0]temp_out;
      reg signed [((INTEGER_WIDTH_A+FRACTION_WIDTH_A)-1):0]a_sign;
      reg signed [((INTEGER_WIDTH_A+FRACTION_WIDTH_A)-1):0]b_sign;
      reg [O_INT_WIDTH-1:0]mult_i;
      reg [O_FRAC_WIDTH-1:0]mult_f;
      always@(posedge clk)begin
        a_sign<=a;
        b_sign<=b;
      end
      always@(posedge clk)begin
        if(rst)
            temp_out<=0;
        else begin
            if(sign)
                temp_out<=$signed(a_sign) * $signed(b_sign);
            else
                temp_out<=a*b;
        end
     end
     always@(posedge clk)begin
        if(rst)
            overflow<=0;
        else begin
            if(sign)begin
                if(O_INT_WIDTH>=TEMP_INT_WIDTH)
                    overflow<=0;
                else begin
                    if(temp_out[(TEMP_INT_WIDTH+TEMP_FRAC_WIDTH)-1])
                        overflow<= ~(&temp_out[(TEMP_INT_WIDTH+TEMP_FRAC_WIDTH)-1:(((TEMP_INT_WIDTH+TEMP_FRAC_WIDTH)-1)+(TEMP_INT_WIDTH))-(O_FRAC_WIDTH)]);
                    else
                        overflow <= (|temp_out[(TEMP_INT_WIDTH+TEMP_FRAC_WIDTH)-1:((TEMP_INT_WIDTH+TEMP_FRAC_WIDTH)-(TEMP_INT_WIDTH)-O_INT_WIDTH)]);
                end
           end
           else begin
                if(O_INT_WIDTH>=TEMP_INT_WIDTH)
                    overflow<=0;
                else
                    overflow <= (|temp_out[(TEMP_INT_WIDTH+TEMP_FRAC_WIDTH)-1:((TEMP_INT_WIDTH+TEMP_FRAC_WIDTH)-(TEMP_INT_WIDTH)-O_INT_WIDTH)]);
          end
      end    
   end
   always@(posedge clk) begin
    if(rst)
        underflow<=0;
    else begin
        if(sign)begin
            if(O_FRAC_WIDTH>=TEMP_FRAC_WIDTH)
                underflow<=0;
            else if(temp_out[(TEMP_INT_WIDTH+TEMP_FRAC_WIDTH)-1]==1)
                underflow <= ~(&temp_out[TEMP_FRAC_WIDTH-(O_FRAC_WIDTH-1):0]);
            else if(temp_out[(TEMP_INT_WIDTH+TEMP_FRAC_WIDTH)-1]==0)
                underflow <= |temp_out[TEMP_FRAC_WIDTH-(O_FRAC_WIDTH-1):0];
        end
        else begin
            if(O_FRAC_WIDTH>=TEMP_FRAC_WIDTH)
                underflow<=0;
            else
                underflow <= |temp_out[TEMP_FRAC_WIDTH-(O_FRAC_WIDTH-1):0];
        end
    end
  end
  always@(posedge clk)begin
  if(rst)
    mult_i<=0;
  else begin
    if(sign)begin
        if(O_INT_WIDTH == TEMP_INT_WIDTH)
            mult_i<=temp_out[(TEMP_INT_WIDTH+TEMP_FRAC_WIDTH)-1:TEMP_FRAC_WIDTH];
        else if(O_INT_WIDTH>TEMP_INT_WIDTH)
            mult_i<={{(O_INT_WIDTH-TEMP_INT_WIDTH){temp_out[(TEMP_INT_WIDTH+TEMP_FRAC_WIDTH)-1]}},temp_out[((TEMP_INT_WIDTH+TEMP_FRAC_WIDTH)-1):TEMP_FRAC_WIDTH]};
        else if(O_INT_WIDTH<TEMP_INT_WIDTH)
            mult_i<=temp_out[INTEGER_WIDTH_A+TEMP_FRAC_WIDTH:TEMP_FRAC_WIDTH];
    end
    else begin
        if(O_INT_WIDTH == TEMP_INT_WIDTH)
            mult_i<=temp_out[(TEMP_INT_WIDTH+TEMP_FRAC_WIDTH)-1:TEMP_FRAC_WIDTH];
        else if(O_INT_WIDTH>TEMP_INT_WIDTH)
            mult_i<={{(O_INT_WIDTH-TEMP_INT_WIDTH){1'b0}},temp_out[((TEMP_INT_WIDTH+TEMP_FRAC_WIDTH)-1):TEMP_FRAC_WIDTH]};
        else if(O_INT_WIDTH<TEMP_INT_WIDTH)
            mult_i<=temp_out[INTEGER_WIDTH_A+TEMP_FRAC_WIDTH:TEMP_FRAC_WIDTH];
    end
  end
  end
  always@(posedge clk)begin
    if(rst)
        mult_f<=0;
    else begin
        if(O_FRAC_WIDTH>TEMP_FRAC_WIDTH)
            mult_f = {temp_out[TEMP_FRAC_WIDTH-1:0],{(O_FRAC_WIDTH-TEMP_FRAC_WIDTH){1'b0}}};
        else if(O_FRAC_WIDTH<TEMP_FRAC_WIDTH)
            mult_f = temp_out[(TEMP_FRAC_WIDTH-1):(TEMP_FRAC_WIDTH-O_FRAC_WIDTH)];
        else if(O_FRAC_WIDTH==TEMP_FRAC_WIDTH)
            mult_f = temp_out[TEMP_FRAC_WIDTH-1:0];
    end
 end
 assign out = {mult_i,mult_f};
endmodule
File: /design/flow/run.sh
#!/bin/bash
# OpenROAD 26Q1-2900-gdf79404cd8, Yosys 0.63+post, stock flow scripts
make -C /OpenROAD-flow-scripts/flow DESIGN_CONFIG=/design/flow/config.mk WORK_HOME=/design/flow/orfs finish
File: /design/flow/config.mk
export PLATFORM = sky130hd
export DESIGN_NAME = fp_multiplier
export DESIGN_NICKNAME = fp_multiplier
export VERILOG_FILES = /design/flow/design.v
export SDC_FILE = /design/flow/constraint.sdc
export NUM_CORES = 4
export LEC_CHECK = 1
export CORE_UTILIZATION = 50
File: /design/flow/constraint.sdc
current_design fp_multiplier

set clk_period 18.8
set clk_io_pct 0.2

create_clock -name clk0 -period $clk_period [get_ports {clk}]

set non_clock_inputs [all_inputs -no_clocks]
set_input_delay [expr $clk_period * $clk_io_pct] -clock clk0 $non_clock_inputs
set_output_delay [expr $clk_period * $clk_io_pct] -clock clk0 [all_outputs]
==> run notes <==
The synthesis and place-and-route flow finished, so here is a summary.

The run finished with clean final reports. The slack of the worst reg-to-reg path is 12010 ps. Of the total synthesized cell area, the portion taken by AND-OR and OR-AND cells is 5.65%. The first global-routing pass estimated 91400 µm of wire.

The source of the worst hold timing path is temp_out[21]. For reference, XOR and XNOR gates occupy 2.16% of the area reported after synthesis. According to the floorplan log, the row count is 77. The critical register-to-register path endpoint is temp_out[33]. The share of the synthesized area in the top cell type came out at 45.8%. The final critical-path required period is 10040 ps. The proportion of synthesized area in mux cells came out at 0.397%.

The pin count of the biggest net entering global routing is 47. The element type at the critical path end is a flop. Summed over all instances, the cell type with the most area after synthesis is sky130_fd_sc_hd__fa_1.

The most used flip-flop cell is sky130_fd_sc_hd__dfxtp_1. The number of vias after detailed routing came out at 15900. The H-tree was split into 3 levels.

The number of flops mapped to enable cells by yosys came out at 0. For this configuration, the core starts out at a cell density of 51.0%. The sequential area share after synthesis came out at 7.76%. CTS added clock buffers totalling 9.

The synthesized netlist devotes 56.5% of its cell area to adder and majority cells. The worst-path maximum fanout came out at 18. The minimum setup slack after placement is 8400 ps.

The mean post-synth cell area came out at 9.21 µm². For this sky-water flow run, the detailed-routed wirelength per cell is reported as 17.3 µm. Synthesis produced 2466 cells.

The number of hold buffers added after CTS was 0. The count of endpoints failing hold in the final timing report is 0. The antenna diode instance count is 0. The signed area change from the synthesized netlist to the final layout came out at 7.09%. The number of global-route vias before repair is 17700. The count of maximum capacitance violations is 0. Measured along the x axis, the die boundary spans 215 µm.

Leaving out fill and tap cells, the most frequent cell in the layout is sky130_fd_sc_hd__inv_1. The category of the most critical setup path is in -> reg. The post-placement cell count is 3066. The tally of unique sky130hd cells used after synthesis came out at 69. The final wirelength came out at 53400 µm. The area of the chip came out at 0.0463 mm².

The synthesized cell area is 0.0227 mm². The number of warning messages in the yosys log is 1. The length in cells of the worst reg-to-reg path is 23.

The number of fill cells is 3959. The sum of net half-perimeters after detailed placement is 42300 µm. Looking at the worst setup and hold paths, the clock pins of their registers show a slew of 70 ps. Yosys stat counts 2466 cells in the synthesized netlist. The data required time at the worst endpoint came out at 19030 ps. For the worst reg-to-reg path, the startpoint reported by OpenROAD is b_sign[8]. The synthesized-area fraction occupied by and/or/nand/nor cells came out at 16.4%. The script logs the ratio of routed vias to standard cells as 5.16. The weighted congestion at the end of routability-driven global placement is 0.912. The number of port buffers came out at 56.

For reference, the top logic cell family by area is adder cells. For this run the aggregate overflow at the end of global routing stands at 0. The final critical-path share of the clock period is 53.4%. In this run the remaining antenna-violating nets after routing total 0. The final sum of negative setup slack came out at 0 ps. The area of the placeable core is 0.0445 mm². The detailed router's first-iteration violation count is 692. The post-detailed-route DRC marker count is 0. The die outline height is 215 µm. Setup repair after global routing left no endpoint under its margin. The peak clock frequency supported by timing is 99.6 MHz.

The maximum count of clock buffers along a single path came out at 2. The number of OpenROAD warnings is 25. Of the cells placed in the final design, the portion with a size suffix greater than 1 is 3.37%. Counting flops and latches in the post-synthesis netlist gives 88. The number of pins exceeding their max-slew limit in the final report came out at 0. The quantity of gates resized following cts is 0.

The detailed-router iteration count before antenna repair is 5. By instance count after routing, the leading logic cell types are sky130_fd_sc_hd__inv_1 (583), sky130_fd_sc_hd__fa_1 (520), sky130_fd_sc_hd__nand2_1 (316). The area taken by flip-flops and latches came out at 0.00176 mm². The all-layer global routing usage came out at 27.1%.

The cell sitting at the root of the clock tree is a sky130_fd_sc_hd__clkbuf_16. The boundary pin count is 57. The data arrival time of the worst path came out at 10260 ps. For hold timing, the worst endpoint is mult_f[7]. The path category of the worst min-delay check is reg -> reg.

The transition at the pin with the smallest max-transition slack came out at 858 ps. The initial antenna violation count is 0. TritonCTS built the clock tree. As reported, the later end of the worst-skew pair has a clock insertion delay of 360 ps.

The count of non-filler cells in the finished layout came out at 3082. The proportion of synthesized flip-flops having asynchronous set or reset is 0%. The multi-input gate area in the final layout came out at 0.0184 mm². The worst setup path is launched from a primary input. The cell depth of the worst min-delay path came out at 1. Between clock sinks in the finished design, the worst skew comes to 12.4 ps. The post-CTS repair timing setup buffer count came out at 0. The total setup violations reported at the end of the flow came out at 0. Yosys reports a chip area of 0.0227 mm². The clock drives 88 sinks. The normalized max-slew margin came out at 42.7%. Setup slack on the critical path of the routed design comes to 8760 ps. For reference, the top cells by area after synthesis are sky130_fd_sc_hd__fa_1 (46%), sky130_fd_sc_hd__ha_1 (11%), sky130_fd_sc_hd__inv_1 (9.6%).
-- worst max path at each step --
| stage | start | endpoint | slack [ps] | cells past startpoint |
|---|---|---|---|---|
| finish | a[14] | temp_out[32] | 8760 | 21 |
| CTS | b[3] | temp_out[33] | 8800 | 21 |
| global route | a[13] | temp_out[32] | 8260 | 20 |
-- synth_stat cells, types with 3 or more instances --
cell type	count
sky130_fd_sc_hd__o22ai_1	10
sky130_fd_sc_hd__o31ai_1	4
sky130_fd_sc_hd__nor3b_1	5
sky130_fd_sc_hd__o21bai_1	10
sky130_fd_sc_hd__o21ai_1	10
sky130_fd_sc_hd__nand2b_1	15
sky130_fd_sc_hd__nor4_1	6
sky130_fd_sc_hd__and3_1	3
sky130_fd_sc_hd__a211oi_1	7
sky130_fd_sc_hd__nand4_1	12
sky130_fd_sc_hd__nor3_1	12
sky130_fd_sc_hd__ha_1	193
sky130_fd_sc_hd__o21ai_0	16
sky130_fd_sc_hd__nor2_1	56
sky130_fd_sc_hd__nor2b_1	23
sky130_fd_sc_hd__dfxtp_1	88
sky130_fd_sc_hd__clkbuf_1	90
sky130_fd_sc_hd__o211ai_1	3
sky130_fd_sc_hd__a21oi_1	50
sky130_fd_sc_hd__nand2_1	316
sky130_fd_sc_hd__xnor2_1	37
sky130_fd_sc_hd__o21a_1	7
sky130_fd_sc_hd__and2_1	269
sky130_fd_sc_hd__nand3_1	10
sky130_fd_sc_hd__fa_1	520
sky130_fd_sc_hd__a31oi_1	3
sky130_fd_sc_hd__a211o_1	4
sky130_fd_sc_hd__a21o_1	25
sky130_fd_sc_hd__mux2i_1	9
sky130_fd_sc_hd__or2_2	3
sky130_fd_sc_hd__a41oi_1	3
sky130_fd_sc_hd__xor2_1	19
sky130_fd_sc_hd__inv_1	583
-- logic make-up after synthesis --
| kind of cell | Yosys count |
|---|---|
| mux | 9 |
| compound gates | 181 |
| buf+inv | 675 |
| xor+xnor | 56 |
| simple gates | 744 |
| fa+ha+maj | 713 |
| flops | 88 |
-- per-stage QoR --
stage	hold WS (ps)	area, µm²	utilization, %
finish	507	24300	54.7
global route	523	24300	54.7
detailed placement	494	24000	53.9
global placement	496	24000	53.9
floorplan	414	22700	-
CTS	503	24300	54.7
-- cell type report --
| class | instances | area share (%) |
|---|---|---|
| clock buffers | 10 | 0.982 |
| clock inverters | 6 | 0.401 |
| inverters | 583 | 9.00 |
| multi-input cells | 1703 | 75.7 |
| flip-flops and latches | 88 | 7.24 |
| well taps | 592 | 3.04 |
| repair buffers | 100 | 3.62 |
-- registers in the layout, indices dropped and copies added, names as in the netlist --
register / cells
temp_out: 34
a_sign: 17
b_sign: 17
mult_f: 14
mult_i: 4
overflow: 1
underflow: 1
-- routing by layer --
layer	wire length (µm)	track usage [%]	part of all wire [%]
met2	25400	41.9	48
met4	912	3.57	1.7
met3	4620	9.17	8.6
met1	22400	40.6	42
met5	0	0	0
-- worst max-delay path, cell delays in order --
cell and delay [ps]:
sky130_fd_sc_hd__clkdlybuf4s50_1 850, sky130_fd_sc_hd__and2_1 410, sky130_fd_sc_hd__fa_1 530, sky130_fd_sc_hd__inv_1 50, sky130_fd_sc_hd__fa_1 450, sky130_fd_sc_hd__fa_1 520, sky130_fd_sc_hd__inv_1 50, sky130_fd_sc_hd__fa_1 440
sky130_fd_sc_hd__fa_1 520, sky130_fd_sc_hd__inv_1 50, sky130_fd_sc_hd__fa_1 480, sky130_fd_sc_hd__inv_1 40, sky130_fd_sc_hd__ha_1 450, sky130_fd_sc_hd__nand3_1 120, sky130_fd_sc_hd__nor3_1 450, sky130_fd_sc_hd__nand3_1 160
sky130_fd_sc_hd__o2111ai_1 360, sky130_fd_sc_hd__a41oi_1 190, sky130_fd_sc_hd__xnor2_1 160, sky130_fd_sc_hd__mux2i_1 160, sky130_fd_sc_hd__nor2_1 50
