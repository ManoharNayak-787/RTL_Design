### config.mk
export PLATFORM = sky130hd
export DESIGN_NAME = fp_adder
export DESIGN_NICKNAME = fp_adder
export VERILOG_FILES = /design/flow/design.v
export SDC_FILE = /design/flow/constraint.sdc
export NUM_CORES = 4
export LEC_CHECK = 1
export CORE_UTILIZATION = 50
### constraint.sdc
current_design fp_adder

set clk_period 1.7
set clk_io_pct 0.2

create_clock -name clk0 -period $clk_period

set non_clock_inputs [all_inputs -no_clocks]
set_input_delay [expr $clk_period * $clk_io_pct] -clock clk0 $non_clock_inputs
set_output_delay [expr $clk_period * $clk_io_pct] -clock clk0 [all_outputs]
### design.v
module fp_adder #(
    parameter INTEGER_WIDTH_A = 5,   
    parameter FRACTION_WIDTH_A = 14,  
    parameter INTEGER_WIDTH_B = 5,   
    parameter FRACTION_WIDTH_B = 14,  
    parameter O_INTEGER_WIDTH = 6,   
    parameter O_FRACTION_WIDTH = 12  
)(
    input [((INTEGER_WIDTH_A + FRACTION_WIDTH_A)-1):0] a,     
    input [((INTEGER_WIDTH_B + FRACTION_WIDTH_B)-1):0] b,     
    output [((O_INTEGER_WIDTH+O_FRACTION_WIDTH)-1):0] sum,  
    input sign,  
    output reg overflow,           
    output reg underflow           
);
    localparam MAX_INTEGER_WIDTH = (INTEGER_WIDTH_A >= INTEGER_WIDTH_B) ? INTEGER_WIDTH_A : INTEGER_WIDTH_B;
    localparam MAX_FRACTION_WIDTH = (FRACTION_WIDTH_A >= FRACTION_WIDTH_B) ? FRACTION_WIDTH_A : FRACTION_WIDTH_B;
    reg [((INTEGER_WIDTH_A+FRACTION_WIDTH_A)-1):FRACTION_WIDTH_A] a_i;
    reg [((INTEGER_WIDTH_B+FRACTION_WIDTH_B)-1):FRACTION_WIDTH_B] b_i;
    reg [((FRACTION_WIDTH_A)-1):0] a_f;
    reg [((FRACTION_WIDTH_B)-1):0] b_f;
    reg [((MAX_INTEGER_WIDTH + MAX_FRACTION_WIDTH)-1):MAX_FRACTION_WIDTH]a_i_max;
    reg [(MAX_FRACTION_WIDTH-1):0]a_f_max;
    reg [((MAX_INTEGER_WIDTH + MAX_FRACTION_WIDTH)-1):MAX_FRACTION_WIDTH]b_i_max;
    reg [(MAX_FRACTION_WIDTH-1):0]b_f_max;
    reg signed [(MAX_INTEGER_WIDTH + MAX_FRACTION_WIDTH)-1:0]a_extend;
    reg signed [(MAX_INTEGER_WIDTH + MAX_FRACTION_WIDTH)-1:0]b_extend;
    reg [(MAX_INTEGER_WIDTH + MAX_FRACTION_WIDTH)-1:0]a_extended;
    reg [(MAX_INTEGER_WIDTH + MAX_FRACTION_WIDTH)-1:0]b_extended;
    reg [O_INTEGER_WIDTH-1:0]out_i;
    reg [O_FRACTION_WIDTH-1:0]out_f;
    always@(*)begin
        a_i = a[((INTEGER_WIDTH_A + FRACTION_WIDTH_A)-1):FRACTION_WIDTH_A];
        a_f = a[(FRACTION_WIDTH_A-1):0];
        b_i = b[((INTEGER_WIDTH_B + FRACTION_WIDTH_B)-1):FRACTION_WIDTH_B];
        b_f = b[(FRACTION_WIDTH_B-1):0];
    end
    always@(*) begin
        if(sign) begin
            if(INTEGER_WIDTH_A > INTEGER_WIDTH_B) begin
                a_i_max = a_i;
                b_i_max = {{(INTEGER_WIDTH_A - INTEGER_WIDTH_B){b_i[INTEGER_WIDTH_B+FRACTION_WIDTH_B-1]}},b_i};
            end
            else if(INTEGER_WIDTH_A == INTEGER_WIDTH_B) begin
                a_i_max = a_i;
                b_i_max = b_i;
            end
            else begin
                a_i_max = {{(INTEGER_WIDTH_B - INTEGER_WIDTH_A){a_i[INTEGER_WIDTH_B+FRACTION_WIDTH_B-1]}},a_i};
                b_i_max = b_i;
             end
        end
        else begin
            if(INTEGER_WIDTH_A > INTEGER_WIDTH_B) begin
                a_i_max = a_i;
                b_i_max = {{(INTEGER_WIDTH_A - INTEGER_WIDTH_B){1'b0}},b_i};
            end
            else if(INTEGER_WIDTH_A == INTEGER_WIDTH_B)begin
                a_i_max = a_i;
                b_i_max = b_i;
            end
            else begin
                a_i_max = {{(INTEGER_WIDTH_B - INTEGER_WIDTH_A){1'b0}},b};
                b_i_max = b_i;
            end
        end
     end
     always@(*) begin
            if(FRACTION_WIDTH_A > FRACTION_WIDTH_B) begin
                a_f_max = a_f;
                b_f_max = {b_f,{(FRACTION_WIDTH_A - FRACTION_WIDTH_B){1'b0}}};
            end
            else begin
               a_f_max = {a_f,{(FRACTION_WIDTH_B - FRACTION_WIDTH_A){1'b0}}};
               b_f_max = b_f;
            end
        end
     always@(*)begin
        if(sign) begin
            a_extend = {a_i_max,a_f_max};
            b_extend = {b_i_max,b_f_max};
        end
        else begin
            a_extended = {a_i_max,a_f_max};
            b_extended = {b_i_max,b_f_max};
        end
    end
    reg [(MAX_INTEGER_WIDTH+MAX_FRACTION_WIDTH):0] full_sum;
    always@(*) begin
        if(sign)
            full_sum = $signed(a_extend) + $signed(b_extend);
        else
            full_sum = a_extended + b_extended;
    end
    always@(*)begin
        if(O_FRACTION_WIDTH>=MAX_FRACTION_WIDTH)
            out_f = {full_sum[MAX_FRACTION_WIDTH-1:0],{(O_FRACTION_WIDTH-MAX_FRACTION_WIDTH){1'b0}}};
        else
            out_f = full_sum[(MAX_FRACTION_WIDTH-1):(MAX_FRACTION_WIDTH-O_FRACTION_WIDTH)];
    end
    always@(*)begin
        if(sign)begin
           if(O_INTEGER_WIDTH>=MAX_INTEGER_WIDTH) begin
                if(full_sum[MAX_INTEGER_WIDTH+1]==0)
                    out_i = {{(O_INTEGER_WIDTH-MAX_INTEGER_WIDTH){1'b0}},full_sum[((MAX_INTEGER_WIDTH+MAX_FRACTION_WIDTH)-1):MAX_FRACTION_WIDTH]};
                else
                    out_i = {{(O_INTEGER_WIDTH-MAX_INTEGER_WIDTH){1'b1}},full_sum[((MAX_INTEGER_WIDTH+MAX_FRACTION_WIDTH)-1):MAX_FRACTION_WIDTH]};
            end
            else
                out_i = full_sum[(O_INTEGER_WIDTH+O_FRACTION_WIDTH-1):O_FRACTION_WIDTH];
        end
        else begin
            if(O_INTEGER_WIDTH>=MAX_INTEGER_WIDTH)
                out_i = full_sum[(MAX_INTEGER_WIDTH+MAX_FRACTION_WIDTH): MAX_FRACTION_WIDTH];
            else
                out_i = full_sum[(O_INTEGER_WIDTH+O_FRACTION_WIDTH-1):O_FRACTION_WIDTH];
        end
   end
   always@(*)begin
    if(sign)begin
        if(MAX_INTEGER_WIDTH>=O_INTEGER_WIDTH)begin
            if(full_sum[MAX_INTEGER_WIDTH+MAX_FRACTION_WIDTH])
                overflow = ~(&full_sum[MAX_INTEGER_WIDTH+MAX_FRACTION_WIDTH:((MAX_INTEGER_WIDTH+MAX_FRACTION_WIDTH)-(MAX_INTEGER_WIDTH)-O_INTEGER_WIDTH)]);
            else
                overflow = (|full_sum[MAX_INTEGER_WIDTH+MAX_FRACTION_WIDTH-1:((MAX_INTEGER_WIDTH+MAX_FRACTION_WIDTH)-(MAX_INTEGER_WIDTH)-O_INTEGER_WIDTH)]);
        end
        else
            overflow = 0;
        end
    else
        if(O_INTEGER_WIDTH>=MAX_INTEGER_WIDTH)
            overflow = 0;
        else
            overflow = (|full_sum[MAX_INTEGER_WIDTH+MAX_FRACTION_WIDTH-1:((MAX_INTEGER_WIDTH+MAX_FRACTION_WIDTH)-(MAX_INTEGER_WIDTH)-O_INTEGER_WIDTH)]);
    end
    always@(*)begin
    if(sign)begin
        if(O_FRACTION_WIDTH>=MAX_FRACTION_WIDTH)
            underflow=0;
        else if(full_sum[MAX_INTEGER_WIDTH+MAX_FRACTION_WIDTH]==1)
            underflow = ~(&full_sum[MAX_FRACTION_WIDTH-(O_FRACTION_WIDTH-1):0]);
        else if(full_sum[MAX_INTEGER_WIDTH+MAX_FRACTION_WIDTH]==0)
            underflow = |full_sum[MAX_FRACTION_WIDTH-(O_FRACTION_WIDTH-1):0];
    end
    else begin
        if(O_FRACTION_WIDTH>=MAX_FRACTION_WIDTH)
           underflow=0;
        else
            underflow = |full_sum[MAX_FRACTION_WIDTH-(O_FRACTION_WIDTH-1):0];
   end
   end
    assign sum = {out_i,out_f};
endmodule
### run.sh
#!/bin/bash
# OpenROAD 26Q1-2900-gdf79404cd8, Yosys 0.63+post, stock flow scripts
make -C /OpenROAD-flow-scripts/flow DESIGN_CONFIG=/design/flow/config.mk WORK_HOME=/design/flow/orfs finish
==> results_dict.tcl <==
# place-and-route summary
set metrics [dict create \
    outcome "completed" \
    max_freq_ghz 0.594 \
    drtIter0Drc 211 \
    ir_worst_vdd_v 0.000144 \
    ys_chip_area_um2 3220 \
    syn_avg_cell_area_um2 8.67 \
    fp-row-count 28 \
    routedWlPerCell_um 14.2 \
    layout_top_cells "48 x clkdlybuf4s50_1, 42 x a21oi_1, 38 x ha_1, 38 x dlxtp_1, 38 x dlxtn_1" \
    lay_top_count "clkdlybuf4s50_1" \
    aoi_share_pct 22.9 \
    hold_viol_final 0 \
    numSynthFlops 76 \
    cp.required_ns 1.36 \
    io_pins 59 \
    grt_pass1_wl_mm 11.0 \
    grt_overflow 0 \
    path_max_fanout 5 \
    critPathKind "input pin to output pin" \
    syn_area_um2 3220 \
    endpoint_kind "output pin" \
    via_per_inst 5.58 \
    fp.dieW_um 82.2 \
    p_per_area_nw_per_um2 204 \
    mux_share_pct 2.26 \
    rsz0062_at_grt "true" \
    pwr-share-comb_pct 83.3 \
    wl_mm 7.33 \
    dp_hpwl_mm 5.65 \
    holdPathStages 5 \
    cp-start-kind "input pin" \
    holdBufCountCts 0 \
    fp-utilization_pct 53.1 \
    synth-edff-count 0 \
    fa_ha_area_share_pct 16.0 \
    p_int_uw 528 \
    post-route-util_pct 69.0 \
    grt_max_degree 54 \
    vias 2885 \
    setup_viol 0 \
    fin_crit_sh_pct 99.0 \
    whs_ns 1.18 \
    antenna_found_initial 0 \
    syn2layout_area_growth_pct 30.0 \
    drt_first_pass_iters 4 \
    tool_warnings 35 \
    yosys_warnings 1 \
    gp_congestion 0.926 \
    ys.flop_type "dlxtp_1" \
    chip_area_um2 6760 \
    setup_tns_ns 0 \
    untimed_endpoints 76 \
    synthSimpleGateAreaFrac_pct 12.8 \
    power_leakage_uw 0.00196 \
    drv_slew 0 \
    ys_types 57 \
    ys_cells 371 \
    power_switching_uw 327 \
    period_minus_slack_ns 1.68 \
    cap_violations 0 \
    core-area_um2 6060 \
    swShare_pct 38.3 \
    top_logic_kind "AND-OR/OR-AND gates" \
    arrival_ns 1.34 \
    diodes 0 \
    port_buffers 58 \
    hold_class "input pin to output pin" \
    ys_async_sr_fraction_pct 0 \
    sequentialPowerShare_pct 16.7 \
    yosys.area_share.xor_xnor_pct 7.90 \
    drcViolationCount 0 \
    netlist_instances 371 \
    power_frac_clock_pct 0 \
    grtUsageTotal_pct 21.2 \
    ant_nets 0 \
    grt_pass1_vias 2458 \
    unclocked_regs 76 \
    layout-drive-gt1-share_pct 8.82 \
    die_h_um 82.2 \
]
[power by group through the flow]
stage | Sequential, uW | Clock, uW | Combinational, uW
finish | 142 | 0 | 712
CTS | 143 | 0 | 658
global route | 147 | 0 | 788
[Yosys cell counts (5+ instances only)]
cell      count  area share, %
a21oi_1      43            6.7
dlxtn_1      38             18
dlxtp_1      38             18
ha_1         38             15
nand2_1      26            3.0
nor2_1       19            2.2
o21ai_0      19            3.0
xor2_1       16            4.4
xnor2_1      13            3.5
inv_1        12            1.4
a21o_1        9            2.1
o211ai_1      7            1.6
clkbuf_1      6           0.70
nand3_1       6           0.93
nand4_1       6            1.2
o21a_1        6            1.4
mux2i_1       5            1.6
nand2b_1      5           0.97
[stage by stage]
stage	area, um2	power [uW]	setup WS (ns)	std cells
finish	4180	854	0.0162	517
global route	4180	935	-0.0240	517
CTS	3970	801	-0.0559	504
detailed placement	3930	792	-0.238	504
global placement	3930	791	-0.223	504
floorplan	3220	480	0.0715	371
[per-layer routing]
layer / up-vias / track usage (%) / wire (um)
met4: 0 / 0.526 / 20
met1: 1325 / 34.8 / 3620
met5: - / 0 / 0
met3: 3 / 0.446 / 433
met2: 76 / 33.6 / 3260
li1: 1481 / - / -
[cells by family (layout without fill, tap and decap cells)]
| family | Yosys count | in the layout |
|---|---|---|
| buffers and inverters | 21 | 92 |
| other | 1 | 1 |
| adder cells (fa/ha/maj) | 40 | 40 |
| latches | 76 | 76 |
| AND/OR/NAND/NOR | 83 | 83 |
| XOR/XNOR | 29 | 29 |
| AND-OR/OR-AND | 114 | 114 |
| multiplexers | 7 | 7 |
[worst max-delay path, stage by stage]
cell and delay (ns):
clkbuf_16 0.14, nand3_1 0.07, o22ai_1 0.07, or4_1 0.47, dlygate4sd2_1 0.25
[worst paths after layout]
| check | startpoint | to | slack (ns) |
|---|---|---|---|
| max | sign | sum[16] | 0.02 |
| min | sign | sum[3] | 1.18 |
[sequential cells by signal, indices dropped and copies added (netlist names)]
register / cells
a_extend: 19
a_extended: 19
b_extend: 19
b_extended: 19
[timing repair]
| item | 4_1_cts | 5_1_grt |
|---|---|---|
| gates resized | 22 | 6 |
| buffers inserted | 0 | 8 |
| cloned | 0 | 5 |
| endpoints found under the hold margin | 0 | 0 |
| pin swaps | 1 | 0 |
| setup endpoints to repair | 19 | 11 |
[final cells by class]
type,count,area (um2)
timing repair buffer,80,891
sequential,76,1140
multi-input combinational,274,2010
inverter,12,45.0
fill,472,1880
tap,75,93.8
Power figures rest on the tool's default switching activity, not on a simulated workload.
